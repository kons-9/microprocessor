$ cat config.mk
export PLATFORM = sky130hd
export DESIGN_NAME = execute
export DESIGN_NICKNAME = execute
export VERILOG_FILES = /design/flow/design.v
export SDC_FILE = /design/flow/constraint.sdc
export NUM_CORES = 4
export LEC_CHECK = 1
export CORE_UTILIZATION = 30
$ cat constraint.sdc
current_design execute

set clk_period 14.5
set clk_io_pct 0.2

create_clock -name clk0 -period $clk_period [get_ports {clk}]

set non_clock_inputs [all_inputs -no_clocks]
set_input_delay [expr $clk_period * $clk_io_pct] -clock clk0 $non_clock_inputs
set_output_delay [expr $clk_period * $clk_io_pct] -clock clk0 [all_outputs]
$ cat run.sh
#!/bin/bash
# OpenROAD 26Q1-2900-gdf79404cd8, Yosys 0.63+post, stock flow scripts
make -C /OpenROAD-flow-scripts/flow DESIGN_CONFIG=/design/flow/config.mk WORK_HOME=/design/flow/orfs finish
$ cat design.v
`timescale 1ns / 1ps
module execute(
    input wire clk,
    input wire [31:0]r1_data,
    input wire [31:0]r2_data,
    input wire [31:0]imm,  
    input wire [31:0]pc,
    input wire [3:0]alucode,
    input wire using_r2, 
    input wire using_pc, 
    input wire write_reg,
    input wire [2:0]info_load,
    input wire [1:0]info_store,
    input wire [3:0]info_branch,
    input wire [4:0]dstreg_addr,
    output reg [31:0] alu_result,
    output reg [31:0] next_pc,
    output reg [31:0]rs2E,
    output reg write_regE,
    output reg [2:0]info_loadE,
    output reg [1:0]info_storeE,
    output reg [4:0]dstreg_addrE
    );
    wire [31:0] ans;
    wire signal;
    wire [31:0]notbranch;
    wire [31:0]npc;
    assign notbranch = pc+4; 
    alu alu0(
        .r1(r1_data),
        .r2(r2_data),
        .imm(imm),
        .pc(pc),
        .alucode(alucode),
        .using_pc(using_pc),
        .using_r2(using_r2),
        .alu_result(ans)
    );
    gen_branch_signal gen_branch_signal0 (
        .info_branch(info_branch),
        .reg1(r1_data),
        .reg2(r2_data),
        .branch_signal(signal)
    );
    sequencer sequencer0 (
        .branch_signal(signal),
        .branch(ans),
        .notbranch(notbranch),
        .npc(npc)
    );
    always@(posedge clk)begin
        case(info_branch)
            4'b0111,4'b0101:alu_result <= notbranch;
            default:alu_result <= ans;
        endcase
        next_pc <= npc;
        rs2E <= r2_data;
        write_regE <= write_reg;
        info_loadE <= info_load;
        info_storeE <= info_store;
        dstreg_addrE <= dstreg_addr;
    end
endmodule
`timescale 1ns / 1ps
module alu(
    input wire [31:0]r1,
    input wire [31:0]r2,
    input wire [31:0]imm,  
    input wire [31:0]pc,
    input wire [3:0]alucode,
    input wire using_r2, 
    input wire using_pc, 
    output wire [31:0] alu_result
    );
    wire[31:0] x,y;
    assign x = using_pc ? pc : r1; 
    assign y = using_r2 ? r2 : imm; 
    assign alu_result = ans(x,y,alucode);
    function [31:0]ans;
        input [31:0] x,y;
        input [3:0]alucode;
        case(alucode)
            4'b0000: ans = x+y;
            4'b0001: ans= x-y;
            4'b0010: ans= ($signed(x) < $signed(y));
            4'b0011: ans = $unsigned(x)<$unsigned(y);
            4'b0100: ans = x<<y[4:0];
            4'b0101: ans = x>>y[4:0];
            4'b0110: ans = $signed(x)>>>$signed(y[4:0]); 
            4'b0111: ans = x&y;
            4'b1000: ans = x|y;
            4'b1001: ans = x^y;
            4'b1010: ans = y;
            default: ans = {32{1'b1}};
        endcase
    endfunction
endmodule
`timescale 1ns / 1ps
module gen_branch_signal(
    input wire [3:0]info_branch,
    input wire [31:0] reg1,
    input wire [31:0] reg2,
    output wire branch_signal
    );
    wire eq;
    wire sl;
    wire slu;
    assign eq = (reg1 == reg2);
    assign sl = ($signed(reg1)<$signed(reg2));
    assign slu = ($unsigned(reg1)<$unsigned(reg2));
    assign branch_signal = gen_signal(info_branch,eq,sl,slu);
    function gen_signal;
        input [3:0]info_branch;
        input eq;
        input sl;
        input slu;
        case(info_branch)
            4'b0001: gen_signal = eq;
            4'b0011: gen_signal = ~eq;
            4'b1001: gen_signal = sl;
            4'b1011: gen_signal = ~sl;
            4'b1101: gen_signal = slu;
            4'b1111: gen_signal = ~slu;
            4'b0111,4'b0101: gen_signal = 1'b1;
            default: gen_signal = 1'b0;
        endcase
    endfunction
endmodule
`timescale 1ns / 1ps
module sequencer(
    input wire branch_signal,
    input wire [31:0]branch,
    input wire [31:0]notbranch,
    output wire [31:0]npc
    );
    assign npc = branch_signal ? branch : notbranch;
endmodule
==> impl_metrics.yaml <==
# flow metrics
yosys:
  ys_sh_aoi_pct: 26.64
  ys.flops: 107
  top_cell_area_share_pct: 15.45
  synth_async_sr_flop_share_pct: 0
  yosys.cell_types.count: 87
  synth_seq_share_pct: 15.45
  synth.yosys.warnings: 3
  ys_cells: 1867
  syn-instance-count: 1867
  ys_sh_xor_pct: 3.537
  synth_top_cell_by_area: "dfxtp_1"
  postSynthAreaPerCell_um2: 7.427
  syn_area_um2: 13870
  edf_count: 0
  yosys.area_share.simple_pct: 17.15
  synth-main-ff-cell: "dfxtp_1"
  synthTopCellsByArea: "dfxtp_1, ha_1, mux2i_1, a21oi_1, nand2_1"
  mux_area_share_pct: 16.74
  yosys_area_um2: 13870
  synth_adder_area_share_pct: 12.65
  logic_family: "AND-OR/OR-AND gates"
final_layout:
  drive_above_1_share_pct: 6.960
  nFillCells: 4719
  area_growth_pct: 24.83
  fin_area_um2: 17310
clock_tree:
  clock_path_buffers: 2
  clk_pin_slew_worst_paths_ns: 0.08
  cts_setup_buffers: 0
  postCtsResizedCells: 0
  numCtsBuffers: 9
  cts.sinks: 107
  cts_hold_buf: 0
  htree_levels: 3
  cts_root_buf: "clkbuf_16"
  tritoncts: "done"
final_timing:
  hold_viol_final: 0
  tightest_slew_ns: 0.9833
  timing.final.crit_period_ns: 7.531
  finalCritPeriodShare_pct: 51.94
  max_slew_margin_pct: 32.57
  rsz0062_at_grt: "no"
  finalSetupViolCount: 0
  slew_viol_final: 0
  hold_ws_ns: 2.969
  max_freq_ghz: 0.1328
  finalSetupTns_ns: 0
setup_path:
  crit_path_max_fanout: 51
  critPathLaunchType: "input port"
  worst_ep_required_time_ns: 14.79
  critPathKind: "in2reg"
  crit_start: "using_r2"
  critPathArrivalTime_ns: 7.82
  crit_path_end_kind: "flop"
power:
  ir_worst_vdd_mv: 0.09489
  p_per_area_nw_per_um2: 77.29
  p_leak_nw: 7.406
floorplanning:
  fp.dieW_um: 217.0
  ioPinCount: 257
  chipArea_um2: 47090
  core-area_um2: 45480
  num_rows: 78
  fp_util_pct: 30.49
  die_y_um: 217.0
place:
  finalWeightedCongestion: 0.9964
  placed_area_um2: 17010
  port_buffers: 256
  dp_hpwl_mm: 58.06
global_route:
  grt_pass1_vias: 14518
  grtUsageTotal_pct: 29.87
  grt_max_degree: 58
  grt_pass1_wl_mm: 102.0
  antenna_found_initial: 1
  grt-ovfl-total: 0
min_path:
  hold_path_startpoint: "dstreg_addr[3]"
  hold_class: "in2reg"
  whs_path_depth: 1
  hold_end: "dstreg_addrE[3]$_DFF_P_"
routing:
  wl_per_cell_um: 26.57
  drtIter0Drc: 1595
  finalWirelength_mm: 70.94
  drc: 0
  final_antenna_net_count: 0
  vias_per_cell: 5.796
  dr_total_vias: 15476
  drt_pass1_iterations: 6
flow_run:
  maxCapViolations: 0
  tool_warnings: 97
status:
  outcome: "finished clean"
==> where the power goes <==
| part | total (W) | switching, W | internal (W) | leakage [nW] |
|---|---|---|---|---|
| Sequential | 0.000341 | 0.0000133 | 0.000327 | 0.903 |
| Combinational | 0.000751 | 0.000453 | 0.000298 | 6.36 |
| Clock | 0.000246 | 0.000122 | 0.000124 | 0.140 |
| Total | 0.00134 | 0.000588 | 0.000750 | 7.41 |
==> layer usage <==
layer  global-route usage, %  share of wire [%]  vias up
met5                       0              0.024        -
met4                   6.784                2.7        2
met3                   5.182                9.1       94
met2                   44.22                 42      817
met1                   45.13                 46     7370
li1                        -                  -     7193
==> worst max-delay path, stage by stage <==
cell and delay [ns]:
buf_2 0.08, buf_4 0.54, mux2i_4 0.11, buf_4 0.25
inv_4 0.49, ha_1 0.28, inv_1 0.06, fa_1 0.46
nor2b_1 0.16, o21ai_0 0.31, a2111oi_0 0.17, buf_4 0.17
or3_1 0.44, a311oi_2 0.45, nor2_1 0.14, a211oi_1 0.26
a31oi_1 0.07, o211a_1 0.24, a31oi_1 0.18
==> cells in the mapped netlist, drive strengths merged (4+ instances only) <==
cell type,n
inv,131
a2111oi,9
a221oi,27
or2,4
o311ai,6
clkbuf,75
dfxtp,107
and3,6
a211oi,35
a21boi,5
o31ai,19
a22oi,17
or3,11
a31oi,17
a21oi,152
a211o,8
xnor2,39
and2,6
o21bai,8
a222oi,8
o31a,5
and4,7
o21a,4
ha,137
o22ai,21
buf,47
o2111ai,7
mux2,33
nor2,161
nor2b,15
nand3,39
nand2b,11
o221ai,12
nand4,19
nand2,188
nor3,36
a221o,5
nor4,12
a21o,20
mux2i,182
a32oi,5
o21ai,130
o211ai,27
nand3b,4
xor2,17
==> through the flow <==
| step | cells | total power [W] | util [%] | worst slack (ns) |
|---|---|---|---|---|
| floorplan | 1867 | 0.0007591 | - | 7.727 |
| global placement | 2653 | 0.001086 | 37.40 | 6.717 |
| detailed placement | 2653 | 0.001079 | 37.40 | 6.652 |
| CTS | 2669 | 0.001331 | 38.06 | 7.055 |
| global route | 2669 | 0.001412 | 38.06 | 6.640 |
| finish | 2670 | 0.001338 | 38.06 | 6.969 |
==> registers in the layout, indices dropped and copies added (netlist names) <==
register and cells:
dstreg_addrE 5, alu_result 32, write_regE 1, rs2E 32, next_pc 32, info_loadE 3
info_storeE 2
==> how the worst max path moves through the flow <==
stage | to | cells past startpoint
finish | alu_result[30]$_DFF_P_ | 19
global route | next_pc[30]$_DFF_P_ | 17
CTS | alu_result[30]$_DFF_P_ | 17
==> area by class of cell <==
class                           instances  area, µm²  share of cell area (%)
Antenna cell                            1      2.502                 0.01446
Timing Repair Buffer                  308       2940                   16.99
Tap cell                              600      750.7                   4.337
Inverter                              133      504.2                   2.913
Sequential cell                       107       2142                   12.37
Clock inverter                          6      60.06                  0.3469
Multi-Input combinational cell       1505      10670                   61.65
Clock buffer                           10      239.0                   1.381
==> cells in the final DEF, fill, tap and decap left out, types with 19 or more instances in the layout <==
cell             Yosys  layout
nor3_1              35      34
nand2_1            187     187
o31ai_1             19      19
buf_4                4      53
o22ai_1             21      21
o21ai_0             97      97
nand4_1             19      19
inv_1              124     124
xnor2_1             39      39
nand3_1             39      39
mux2i_1            169     168
o21ai_1             33      33
dfxtp_1            107     107
a221oi_1            26      26
a21o_1              20      20
a211oi_1            35      35
clkdlybuf4s50_1      0     253
nor2_1             160     160
o211ai_1            27      27
mux2_2              31      31
a21oi_1            151     151
ha_1               137     137
==> logic make-up after synthesis <==
kind of cell | after synthesis
AOI/OAI and AO/OA | 566
adders and majority gates | 139
and+or+nand+nor | 527
buffers and inverters | 255
muxes | 217
DFF | 107
xor gates and xnor gates | 56
Power figures rest on the tool's default switching activity, not on a simulated workload.
