--- run.sh ---
#!/bin/bash
# OpenROAD 26Q1-2900-gdf79404cd8, Yosys 0.63+post, stock flow scripts
make -C /OpenROAD-flow-scripts/flow DESIGN_CONFIG=/design/flow/config.mk WORK_HOME=/design/flow/orfs finish
--- config.mk ---
export PLATFORM = sky130hd
export DESIGN_NAME = load
export DESIGN_NICKNAME = load
export VERILOG_FILES = /design/flow/design.v
export SDC_FILE = /design/flow/constraint.sdc
export NUM_CORES = 4
export LEC_CHECK = 1
export CORE_AREA = 10 10 88 88
export DIE_AREA = 0 0 98 98
--- constraint.sdc ---
current_design load

set clk_period 5.4
set clk_io_pct 0.2

create_clock -name clk0 -period $clk_period

set non_clock_inputs [all_inputs -no_clocks]
set_input_delay [expr $clk_period * $clk_io_pct] -clock clk0 $non_clock_inputs
set_output_delay [expr $clk_period * $clk_io_pct] -clock clk0 [all_outputs]
--- design.v ---
`timescale 1ns / 1ps
module load(
    input wire [31:0]addr_data,
    input wire [1:0]addr_rem,
    input wire [2:0]info_load,
    input wire [31:0]alu_result,
    output wire [31:0]data
    );
    assign data = load_data(addr_data,addr_rem,info_load,alu_result);
    function [31:0]load_data;
        input [31:0]data;
        input [1:0]mod_4;
        input [2:0]info_load;
        input [31:0]alu_result;
        case(info_load)
            3'b000:begin
                case(mod_4)
                    2'b00:load_data = {{24{data[7]}},data[7:0]};
                    2'b01: load_data = {{24{data[15]}},data[15:8]};
                    2'b10:load_data = {{24{data[23]}},data[23:16]};
                    2'b11:load_data = {{24{data[31]}},data[31:24]};
                    default:load_data = {{24{data[7]}},data[7:0]};
                endcase    
            end
            3'b100:begin
                case(mod_4)
                    2'b00:load_data = {{24{1'b0}},data[7:0]};
                    2'b01:load_data = {{24{1'b0}},data[15:8]};
                    2'b10:load_data = {{24{1'b0}},data[23:16]};
                    2'b11:load_data = {{24{1'b0}},data[31:24]};
                    default:load_data = {{24{data[7]}},data[7:0]};
                endcase
            end
            3'b001:begin
                case(mod_4)
                    2'b00:load_data = {{16{data[15]}},data[15:0]};
                    2'b01:load_data = {{16{data[23]}},data[23:8]};
                    2'b10:load_data = {{16{data[31]}},data[31:16]};
                    default:load_data = {{24{data[7]}},data[7:0]};
                endcase
            end
            3'b101:begin
                case(mod_4)
                    2'b00:load_data = {{16{1'b0}},data[15:0]};
                    2'b01:load_data = {{16{1'b0}},data[23:8]};
                    2'b10:load_data = {{16{1'b0}},data[31:16]};
                    default:load_data = {{24{data[7]}},data[7:0]};
                endcase
            end
            3'b010:load_data = data;
            default:load_data = alu_result;
        endcase
    endfunction
endmodule
==> GITHUB_STEP_SUMMARY <==
### Flow metrics

| Metric | Value |
|---|---|
| Reported leakage power | 0.779 nW |
| Start point of the critical path | addr_rem[0] |
| Final tally of setup violations | 0 |
| Crit path setup slack, layout | 0.710 ns |
| Largest area contributor in the synthesized netlist | sky130_fd_sc_hd__a21oi_1 |
| Critical path fanouts, max | 30 |
| Hold Path Class | primary input to output pin |
| Synthesis Warnings | 1 |
| Maximum capacitance violations | 0 |
| Routed vias | 1743 |
| Number of diodes | 0 |
| Per-cell routed wire length | 16.3 um |
| Final RePlAce weighted congestion | 0.835 |
| Internal power | 0.000129 W |
| Clk network pwr share | 0 |
| Part of the power in combinational logic | 1.000 |
| Synthesized cell area | 0.00109 mm2 |
| Sequential group share of total power | 0 |
| Run status | finished, final reports clean |
| Min cycle time layout | 4.69 ns |
| Syn-to-layout area delta | 101% |
| Clock Buffer Count | 0 |
| Most frequent cells after synthesis | sky130_fd_sc_hd__a21oi_1 (35), sky130_fd_sc_hd__nor2_1 (27), sky130_fd_sc_hd__nand2_1 (21) |
| Highest metal layer with signal wires | met3 |
| CTS resizes | 0 |
| Tally of non-filler cells in the final layout | 360 |
| RSZ-0062 raised after global routing | no |
| Final sequential cell count | 0 |
| Crit path required time | 4.32 ns |
| Length of routed met2 wiring | 2680 um |
| Startpoint of the lowest-slack hold path | alu_result[27] |
| VDD IR-drop max | 0.0367 mV |
| Slowest stage cell on the critical path | sky130_fd_sc_hd__clkdlybuf4s50_1 |
| Chain of cells forming the critical path | clkdlybuf4s50_1 -> buf_4 -> mux2_4 -> a32oi_4 -> o311ai_4 -> a31oi_4 -> o22ai_1 -> clkdlybuf4s50_1 |
| Gate count after technology mapping | 192 |
| Critical path type | primary input to output pin |
| Die Width | 98 um |
| Cell count after placement | 360 |
| Worst stage delay on the critical path | 0.51 ns |
| Number of OpenROAD warnings | 32 |
| Via count of the first global-routing pass | 1803 |
| Buffers added on ports | 101 |
| Antenna violation net count after detailed routing | 0 |
| Pwr/cell area | 94.9 mW/mm2 |
| Std-Cell Core Area | 0.00592 mm2 |
| Dominant cell by count in the synthesized netlist | sky130_fd_sc_hd__a21oi_1 |
| Data arrival, critical path | 3.61 ns |
| Total routing usage reported by global routing | 0.113 |
| Total net switching power | 0.0000787 W |
| Final Instance Area | 0.00218 mm2 |
| Post-Place Cell Area | 0.00218 mm2 |
| Largest net degree at the start of global routing | 39 |
| Standard-cell rows | 28 |
| Fraction of final layout cells sized beyond drive strength 1 | 0.0632 |
| Met3 Wirelength | 675 um |
| Slew at the pin closest to its max-slew limit | 0.525 ns |
| First-pass DRT Iterations | 4 |
| Area reported by Yosys stat | 0.00109 mm2 |
| Kind of end point of the critical path | output pin |
| Wire length of the first global-routing pass | 9340 um |
| Total congestion overflow | 0 |
| Number of violations reported at the end of detailed-routing iteration 0 | 98 |
| Metal1 wirelength | 2510 um |
| Area of the chip | 0.00960 mm2 |
| Avg Synthesized Cell Area | 5.67 um2 |
| Top area cells in the synthesized netlist | sky130_fd_sc_hd__a21oi_1 (16%), sky130_fd_sc_hd__o22ai_1 (10%), sky130_fd_sc_hd__nor2_1 (9.3%) |
| Placed wire-length estimate after detailed placement | 4820 um |
| Count of fill cells added during filler insertion | 642 |
| DRC violation count after routing | 0 |
| Summed negative setup slack over all endpoints | 0 ns |
| Area of all sequential standard cells | 0 um2 |
| Via-to-Cell Ratio | 4.84 |
| Nature of the critical path startpoint | primary input |
| Final hold violation count | 0 |
| Most Frequent Cell on Critical Path | sky130_fd_sc_hd__clkdlybuf4s50_1 |
| Setup bufs post-CTS | 0 |
| FP Util | 0.184 |
| I/O Pins | 101 |
| Worst-case headroom to the max-slew limit | 0.649 |
| Maximum clock rate | 213 MHz |
| Hold_ws | 3.10 ns |
| Post-synthesis sequential area ratio | 0 |
| Part of the cycle the worst path needs | 0.869 |
| Switch share | 0.380 |
| Number of cell instances after yosys synthesis | 192 |
| Number of buffers inserted for hold repair after clock tree synthesis | 0 |
| Worst Setup Slack post-DPL | 0.704 ns |
| Distinct lib cells | 30 |
| Number of antenna violations at the first check in global routing | 0 |
| Fraction of synthesized cell area taken by the top area cell type | 0.161 |
| Die span in y | 98 um |
| Routed WL | 5860 um |
| Max Transition Viols Final | 0 |
[area by class of cell]
type / instances / area, um2 / area share
Inverter: 4 / 15.0 / 0.00687
Timing Repair Buffer: 108 / 1080 / 0.493
Tap cell: 75 / 93.8 / 0.0430
Multi-Input combinational cell: 173 / 1000 / 0.458
[cell usage in the layout, fill, tap and decap left out, types with 6 or more instances in the layout]
| cell | count |
|---|---|
| sky130_fd_sc_hd__o21ai_0 | 17 |
| sky130_fd_sc_hd__nor2b_1 | 14 |
| sky130_fd_sc_hd__a21oi_1 | 35 |
| sky130_fd_sc_hd__o22ai_1 | 18 |
| sky130_fd_sc_hd__nand2_1 | 21 |
| sky130_fd_sc_hd__a22oi_1 | 8 |
| sky130_fd_sc_hd__nand3_1 | 6 |
| sky130_fd_sc_hd__nor2_1 | 27 |
| sky130_fd_sc_hd__buf_4 | 6 |
| sky130_fd_sc_hd__clkdlybuf4s50_1 | 101 |
[path summary, 6_finish.rpt]
path	endpoint	slack, ns	cells past startpoint
worst max-delay path	data[16]	0.71	8
worst min-delay path	data[27]	3.10	4
[power groups by stage]
| stage | combinational (W) | sequential [W] | clock, W |
|---|---|---|---|
| after CTS | 0.000210 | 0 | 0 |
| after global routing | 0.000228 | 0 | 0 |
| final | 0.000207 | 0 | 0 |
[per-layer routing]
metal | up-vias | global-route usage
met4 | 0 | 0
met1 | 773 | 0.141
met5 | - | 0
met2 | 73 | 0.189
met3 | 0 | 0.0477
li1 | 897 | -
[cells by family (layout without fill, tap and decap cells)]
family	after synthesis	count (layout)	synth area share
AOI/OAI and AO/OA	91	91	0.547
and+or+nand+nor	79	79	0.337
buffers and inverters	19	112	0.0816
muxes	3	3	0.0345
[critical path: cells and delay by family]
family / cells / cell delay [ns]
AND-OR/OR-AND: 4 / 0.93
multiplexers: 1 / 0.36
buffers and inverters: 3 / 1.23
[stage by stage]
stage / total power (W) / utilization
2_1_floorplan: 0.0000748 / -
3_3_place_gp: 0.000208 / 0.369
3_5_place_dp: 0.000208 / 0.369
4_1_cts: 0.000210 / 0.369
5_1_grt: 0.000228 / 0.369
6_report: 0.000207 / 0.369
Power is estimated from default activity; no workload was simulated.
