`flow/config.mk`:
```
export PLATFORM = sky130hd
export DESIGN_NAME = regfile
export DESIGN_NICKNAME = regfile
export VERILOG_FILES = /design/flow/design.v
export SDC_FILE = /design/flow/constraint.sdc
export NUM_CORES = 4
export LEC_CHECK = 1
export CORE_UTILIZATION = 50
```
`flow/constraint.sdc`:
```
current_design regfile

set clk_period 6.0
set clk_io_pct 0.2

create_clock -name clk0 -period $clk_period [get_ports {clk}]

set non_clock_inputs [all_inputs -no_clocks]
set_input_delay [expr $clk_period * $clk_io_pct] -clock clk0 $non_clock_inputs
set_output_delay [expr $clk_period * $clk_io_pct] -clock clk0 [all_outputs]
```
`flow/design.v`:
```
`timescale 1ns / 1ps
module regfile(
        input wire clk,
        input wire [4:0] reg1_addr,
        input wire [4:0] reg2_addr,
        input wire [4:0] dstreg_addr,
        input wire write_reg,
        input wire [31:0] dstreg_data,
        output wire [31:0]reg1_data,
        output wire [31:0]reg2_data
    );
    reg [31:0]register[31:0];
    assign reg1_data = register[reg1_addr];
    assign reg2_data = register[reg2_addr];
    initial begin
        register[5'b00000]<=32'h00000000;
    end
    always@(posedge clk)begin
        if(write_reg)begin
            if(dstreg_addr==5'b00000)begin
            end
            else register[dstreg_addr]<=dstreg_data;
        end
        else begin end
    end
endmodule
```
`flow/run.sh`:
```
#!/bin/bash
# OpenROAD 26Q1-2900-gdf79404cd8, Yosys 0.63+post, stock flow scripts
make -C /OpenROAD-flow-scripts/flow DESIGN_CONFIG=/design/flow/config.mk WORK_HOME=/design/flow/orfs finish
```
==> Changelog: implementation <==
## Flow update

* Row cnt at 114
* Async set-or-reset flop fraction in the synthesized netlist at 0%
* Residual DRC at 0
* Tmin final at 5.50 ns
* Psw at 0.00373 W
* IO Port Bufs at 112
* Max Cap Violations at 0
* Die area at 98,800 µm²
* #FFs+latches synth at 1,024
* Global Route Usage Sum at 34.1%
* Comb power frac at 9.6%
* Crit path max-delay cell type: clkdlybuf4s50_1
* Mapped Cells at 3,386
* Die Span X at 314 µm
* Core Region at 96,700 µm²
* P_int at 0.0125 W
* Critical path class: in2out
* H-tree depth at 3
* Hold buffers post-CTS at 0
* Warnings from Yosys at 1
* Max reg flops at 1,024
* Seq share, synth at 63.1%
* Largest Register: register
* Setup crit end kind: output port
* Wire per inst at 30.9 µm
* Peak supply drop at 0.232 mV
* Filler cell count at 7,177
* Clock power share at 41.1%
* Layout cells sized above 1 at 10.5%
* Cts bufs inserted at 108
* LEAKAGE at 20.7 nW
* Outcome: finished clean
* Syn_area_per_cell at 14.4 µm²
* Startpoint types: input port
* Final WL at 153,000 µm
* Drt initial violations at 2,304
* Area leader, netlist: edfxtp_1
* Final hold violations at 0
* Setup bufs post-CTS at 0
* Largest net degree at the start of global routing at 86
* Crit path DAT at 4.30 ns
* Storage cell area at 30,700 µm²
* Net Sw Frac at 23.0%
* Worst hold stages at 2
* Final number of max-transition violations at 0
* Worst path depth at 8
* Worst Tran Pin Value at 0.941 ns
* Post-Route Setup TNS at 0 ns
* Worst endpoint required time at 4.80 ns
* Global-route wire length before repair at 220,000 µm
* Vias in the first global route at 32,900
* Die Ht at 314 µm
* Vias at 31,600
* Relative slew slack at 37.3%
* Resize count post-CTS at 0
* TritonCTS clock tree: done
* Hpwl dp at 87,700 µm
* Post-Syn Area at 48,800 µm²
* Tightest Hold Check Type: in2reg
* Cell mode on critical path: clkdlybuf4s50_1
* RSZ-0062 raised after global routing: no
* Stage-log warning count at 26
* Antenna-violating nets left at 0
* Top flop regs: register (1024)
* Clock Sinks at 1,024
* CP cell instances: clkdlybuf4s50_1 -> and2_4 -> buf_12 -> a22o_1 -> nor3_1 -> a31oi_1 -> nand3_1 -> clkdlybuf4s50_1
* Layout Utilization at 57.8%
* Drt first pass iters at 5
* Layout area overhead at 14.6%
* Sequential share of power at 49.3%
* Yosys stat cell total at 3,386
* CP Buf/Inv Count at 3
* Post-synth top cells: edfxtp_1, mux2i_1, nand2_1
* Crit share post-route at 91.7%
* Gp weighted congestion at 0.900
* Fmax at 182 MHz
* Clock buffer depth at 3
* Area leader share at 63.1%
* Gr ovfl total at 0
* CP top delay family: buffers and inverters
* Pwr Density at 291 nW/µm²
* Ys flop type: edfxtp_1
* Slowest stage delay, CP at 0.63 ns
* CTS Root Cell: clkbuf_16
* EDFF count, synth at 1,024
* Initial core utilization at 50.4%
* Minimum hold slack at 1.33 ns
* # setup viols final at 0
* Post-synth cell types at 24
* Crit Path Max Fanout at 31
* I/O pin total at 113
* Worst-path clk slew at 0.06 ns
* Initial antenna violation count at 4
* Via density at 6.38
* Gate Area at 16,900 µm²
* Top cells by area: edfxtp_1, mux2i_1, a22oi_1
* YS chip area at 48,800 µm²
-- layout by cell type (no fill, tap or decap), types with 3 or more instances in the layout --
cell type        instances
a31oi_1                 64
a22o_1                 128
clkbuf_16              110
nand3_1                194
nor2_4                  33
diode_2                  3
conb_1                  32
clkinv_2                18
bufinv_16               14
nor3_1                  64
nand2_1                193
edfxtp_1              1024
nor2b_4                  4
nand3b_1                 5
clkbuf_1                21
buf_12                  46
a21oi_1                192
buf_4                  137
mux2i_1               1024
nand2b_2                 4
clkdlybuf4s50_1        110
inv_6                    5
a22oi_1                192
or3b_2                   3
clkinv_1                33
-- routing by layer --
metal / wire length, µm / vias to the layer above / global-route usage (%)
li1: - / 13800 / -
met1: 53500 / 15400 / 45.1
met2: 67600 / 2079 / 47.0
met3: 25400 / 345 / 24.0
met4: 6020 / 8 / 10.5
met5: 131 / - / 1.16
-- stage by stage --
stage | cells | setup WS (ns) | power [W] | area, µm²
after floorplan | 3417 | 2.38 | 0.00900 | 48900
after global placement | 4735 | 0.584 | 0.00969 | 52300
after detailed placement | 4735 | 0.570 | 0.00970 | 52300
after CTS | 4939 | 0.562 | 0.0163 | 55900
after global routing | 4939 | 0.359 | 0.0167 | 55900
final | 4942 | 0.500 | 0.0163 | 55900
-- area by class of cell --
class / count / share of cell area, %
timing repair buffer: 295 / 5.51
multi-input combinational: 2140 / 30.2
tap: 1276 / 2.86
clock inverter: 73 / 1.27
sequential: 1024 / 55.0
clock buffer: 131 / 5.07
antenna: 3 / 0.0134
-- kinds of logic after synthesis --
group | count (synthesis) | share of synthesized area [%]
simple gates | 508 | 4.71
compound gates | 576 | 8.05
mux | 1024 | 21.0
other cells | 1 | 0.00769
buf+inv | 253 | 3.15
flops | 1024 | 63.1
-- power by group through the flow --
stage | clock (W) | combinational, W | sequential (W)
final | 0.00668 | 0.00156 | 0.00802
after global routing | 0.00705 | 0.00164 | 0.00803
after CTS | 0.00677 | 0.00154 | 0.00802
-- final timing paths --
path | from | to | slack [ns]
worst min-delay path | dstreg_data[3] | register[30][3]$_DFFE_PP_ | 1.33
worst max-delay path | reg1_addr[0] | reg1_data[11] | 0.50
No activity file was given, so power comes from the tool's default toggle rates.
